$ cat design/flow/design.v
module uart_echo (
  input  wire clk,
  input  wire rst_n,
  input  wire rx,
  output wire tx
);
  wire [7:0] rx_data;
  wire rx_done;
  reg  tx_start;
  reg  [7:0] tx_data;
  uart_rx RX (
    .clk(clk),
    .reset_n(rst_n),
    .rx(rx),
    .rx_msg(rx_data),
    .rx_complete(rx_done)
  );
  uart_tx TX (
    .clk(clk),
    .reset_n(rst_n),
    .tx_start(tx_start),
    .data(tx_data),
    .tx(tx)
  );
  always @(posedge clk or negedge rst_n) begin
    if (!rst_n) begin
      tx_start <= 0;
      tx_data <= 0;
    end else begin
      if (rx_done) begin
        tx_data <= rx_data;   
        tx_start <= 1;        
      end else begin
        tx_start <= 0;        
      end
    end
  end
endmodule
module uart_rx (
  input wire clk,     
  input wire reset_n,   
  input wire rx,      
  output reg [7:0] rx_msg,
  output reg rx_complete
);
  localparam integer CLKS_PER_BIT = 434;
  localparam integer HALF_BIT  = CLKS_PER_BIT / 2;
  localparam IDLE = 2'd0;
  localparam START = 2'd1;
  localparam DATA = 2'd2;
  localparam STOP = 2'd3;
  reg [1:0] state;
  reg [8:0] clk_cnt;
  reg [2:0] bit_idx;
  reg [7:0] rx_shift;
  reg rx_ff1, rx_ff2;
  always @(posedge clk) begin
    rx_ff1 <= rx;
    rx_ff2 <= rx_ff1;
  end
  wire rx_reg = rx_ff2;
  always @(posedge clk or negedge reset_n) begin
    if (!reset_n) begin
      state   <= IDLE;
      clk_cnt  <= 0;
      bit_idx  <= 0;
      rx_shift  <= 0;
      rx_msg   <= 0;
      rx_complete <= 0;
    end else begin
      case (state)
        IDLE: begin
          rx_complete <= 1'b0;
          clk_cnt  <= 0;
          bit_idx  <= 0;
          if (rx_reg == 1'b0)    
            state <= START;
        end
        START: begin
          if (clk_cnt == HALF_BIT) begin
            if (rx_reg == 1'b0) begin
              clk_cnt <= 0;
              state <= DATA;
            end else begin
              state <= IDLE;  
            end
          end else
            clk_cnt <= clk_cnt + 1;
        end
        DATA: begin
          if (clk_cnt == CLKS_PER_BIT-1) begin
            clk_cnt <= 0;
            rx_shift <= {rx_reg, rx_shift[7:1]};
            if (bit_idx == 3'd7) begin
              bit_idx <= 0;
              state <= STOP;
            end else
              bit_idx <= bit_idx + 1;
          end else
            clk_cnt <= clk_cnt + 1;
        end
        STOP: begin
          if (clk_cnt == CLKS_PER_BIT-1) begin
            clk_cnt <= 0;
            if (rx_reg == 1'b1) begin
              rx_msg   <= rx_shift;
              rx_complete <= 1'b1;  
            end
            state <= IDLE;
          end else
            clk_cnt <= clk_cnt + 1;
        end
      endcase
    end
  end
endmodule
module uart_tx (
    input  wire clk,         
    input  wire reset_n,     
    input  wire tx_start,
    input  wire [7:0] data,
    output reg  tx,
    output reg  tx_done
);
localparam integer CLKS_PER_BIT = 434;
localparam IDLE = 0, START = 1, DATA = 2, STOP = 3;
reg [1:0] state;
reg [8:0] clk_cnt;
reg [2:0] bit_idx;
reg [7:0] data_buffer;  
always @(posedge clk or negedge reset_n) begin
  if (!reset_n) begin
    state   <= IDLE;
    tx     <= 1'b1;
    tx_done  <= 1'b0;
    clk_cnt  <= 0;
    bit_idx  <= 0;
    data_buffer <= 8'd0;
  end else begin
    case (state)
      IDLE: begin
        tx   <= 1'b1;
        tx_done <= 1'b0;
        clk_cnt <= 0;
        bit_idx <= 0;
        if (tx_start) begin
          data_buffer <= data;
          state   <= START;
        end
      end
      START: begin
        tx   <= 1'b0;
        tx_done <= 1'b0;
        if (clk_cnt == CLKS_PER_BIT-1) begin
          clk_cnt <= 0;
          state <= DATA;
        end else clk_cnt <= clk_cnt + 1;
      end
      DATA: begin
        tx <= data_buffer[bit_idx];
        if (clk_cnt == CLKS_PER_BIT-1) begin
          clk_cnt <= 0;
          if (bit_idx == 7) state <= STOP;
          else bit_idx <= bit_idx + 1;
        end else clk_cnt <= clk_cnt + 1;
      end
      STOP: begin
        tx <= 1'b1;
        if (clk_cnt == CLKS_PER_BIT-1) begin
          clk_cnt <= 0;
          bit_idx <= 0;    
          tx_done <= 1'b1;
          state <= IDLE;
        end else clk_cnt <= clk_cnt + 1;
      end
    endcase
  end
end
endmodule
$ cat design/flow/constraint.sdc
current_design uart_echo

set clk_period 2.7
set clk_io_pct 0.2

create_clock -name clk0 -period $clk_period [get_ports {clk}]

set non_clock_inputs [all_inputs -no_clocks]
set_input_delay [expr $clk_period * $clk_io_pct] -clock clk0 $non_clock_inputs
set_output_delay [expr $clk_period * $clk_io_pct] -clock clk0 [all_outputs]
$ cat design/flow/run.sh
#!/bin/bash
# OpenROAD 26Q1-2900-gdf79404cd8, Yosys 0.63+post, stock flow scripts
make -C /OpenROAD-flow-scripts/flow DESIGN_CONFIG=/design/flow/config.mk WORK_HOME=/design/flow/orfs finish
$ cat design/flow/config.mk
export PLATFORM = sky130hd
export DESIGN_NAME = uart_echo
export DESIGN_NICKNAME = uart_echo
export VERILOG_FILES = /design/flow/design.v
export SDC_FILE = /design/flow/constraint.sdc
export NUM_CORES = 4
export LEC_CHECK = 1
export CORE_UTILIZATION = 40
==> run_results.csv <==
group,metric,value,unit
cells_and_area,n_fill_cell,708,
synth,yosysTopAreaCell,"dfrtp_1",
critical_path,endpoint,"RX.rx_msg[7]",
drt,dr_total_vias,1932,
cells_and_area,area_growth,11.11,%
critical_path,path_cells,"inv_1 -> ha_1 -> nand2_1 -> nor4_4 -> buf_4 -> and3_1 -> mux2_1",
timing,setup_viol,0,
timing,finalHoldViolations,0,
global_routing,gr-total-overflow,0,
synth,ys.flop_type,"dfrtp_1",
drt,n_antenna_cell,0,
floorplan,core_area,0.007687,mm²
cells_and_area,fin_util,0.4559,
critical_path,rr_startpoint,"RX.clk_cnt[1]",
global_routing,track_usage,0.1367,
power_and_ir_drop,power_leakage,0.001587,µW
synth,synth.yosys.warnings,3,
clock_network,clk_path_buf_depth,2,
drt,remaining_drc_errors,0,
synth,ys_area,0.003154,mm²
placed_design,dp_hpwl,3320,µm
timing,finalClockPeriodUsage,0.7681,
clock_network,numCtsBuffers,9,
drt,top_layer_used,"met4",
power_and_ir_drop,powerDensity,538.6,mW/mm²
floorplan,chipArea,0.008245,mm²
placed_design,gp_congestion,0.8748,
floorplan,row_count,32,
timing,worst_pin_slew,0.7168,ns
clock_network,cts_tree,"done",
drt,drtIter0Drc,73,
timing,drv_slew,0,
synth,syn_avg_cell_area,12.37,µm²
global_routing,grt_max_degree,45,
synth,area_leaders,"dfrtp_1 51%, mux2_2 10%, ha_1 3.2%, dfstp_2 2.5%, mux2_1 2.5%",
critical_path,path_max_fanout,9,
drt,wl_met3,184,µm
cells_and_area,layout_top_cell,"dfrtp_1",
synth,yosys.area.top_type_share,0.5077,
timing,finalWorstSetupSlack,0.6261,ns
clock_network,htreeDepth,3,
timing,rsz0062_at_grt,"false",
timing,tns,0,ns
hold_path,hp-class,"in2async",
cells_and_area,comb_area,0.001353,mm²
power_and_ir_drop,ir_drop,0.3279,mV
drt,viasPerCell,5.180,
cells_and_area,lay_top_cells,"64 x dfrtp_1, 28 x mux2_2, 19 x nor2_1",
synth,yosysUniqueCellTypes,52,
clock_network,path_clk_slew,0.08,ns
floorplan,dieHeight,90.80,µm
synth,async_flop_share,0.9710,
drt,dr.pass1.iters,4,
drt,wl_met2,2134,µm
floorplan,boundaryPins,4,
timing,finalCriticalPeriod,2.074,ns
timing,maxSlewHeadroom,0.5221,
clock_network,post_cts_buffers,0,
placed_design,port_buffers,3,
critical_path,rr_worst_depth,7,
cells_and_area,seq_area,0.001720,mm²
global_routing,grt_pass1_wl,8942,µm
critical_path,regToRegEndpoint,"RX.rx_msg[7]",
critical_path,critPathSlowestCell,"dfrtp_1",
floorplan,initial_core_util,0.4103,
critical_path,crit_start,"RX.clk_cnt[1]",
outcome,status,"finished, final reports clean",
critical_path,crit_type,"reg2reg",
synth,ys_seq_elements,69,
floorplan,die_x,90.80,µm
clock_network,cts_resized,0,
flow_run,warnings,27,
critical_path,timing.reg2reg.setup_slack,0.63,ns
critical_path,worst_path_largest_cell_delay,0.40,ns
global_routing,grt_antenna_before_repair,0,
placed_design,place_area,0.003306,mm²
flow_run,drv_cap,0,
cells_and_area,layout-drive-gt1-share,0.2325,
synth,edf_count,0,
synth,syn_inst,255,
clock_network,clock_latency,0.34,ns
critical_path,required,2.92,ns
drt,wire_per_inst,13.34,µm
timing,fin_skew,0.008558,ns
critical_path,worstSetupEndpointType,"flop",
drt,ant_nets,0,
placed_design,place_ws,0.6348,ns
clock_network,root_buffer,"clkbuf_8",
clock_network,cts_hold_buf,0,
drt,wl_met1,2595,µm
critical_path,critPathLaunchType,"flop",
critical_path,cp.arrival,2.29,ns
synth,yosys.stat.seqShare,0.5454,
clock_network,cts.sinks,69,
cells_and_area,stdcell_area,0.003505,mm²
synth,netlist_area,0.003154,mm²
drt,drt-total-wl,4975,µm
global_routing,grt_pass1_vias,1911,
synth,ys_cells,255,
timing,clock.fmax,0.4822,GHz
cells by family after synthesis:
family	Yosys count	share of synthesized area
flip-flops	69	0.5454
multiplexers	41	0.1519
adder cells (fa/ha/maj)	8	0.03173
AND-OR/OR-AND	40	0.09203
AND/OR/NAND/NOR	72	0.1309
buffers and inverters	17	0.02578
XOR/XNOR	8	0.02221
registers in the layout, summed over array words and instances (netlist names):
signal          cells
TX.data_buffer      8
RX.rx_complete      1
TX.bit_idx          3
RX.rx_shift         8
RX.bit_idx          3
TX.clk_cnt          9
tx_data             8
TX.state            4
RX.rx_msg           8
TX.tx               1
RX.rx_ff1           1
tx_start            1
RX.rx_ff2           1
RX.clk_cnt          9
RX.state            4
routing by layer:
metal	up-vias	GRT usage
met1	936	0.2249
met4	0	0.01984
met2	36	0.1963
li1	953	-
met5	-	0
met3	7	0.03428
critical path, delay by kind of cell (launching register included):
family                     cells  cell delay [ns]
and+or+nand+nor                3             0.75
adders and majority gates      1             0.15
buffers and inverters          2             0.28
muxes                          1             0.37
DFF                            1             0.40
how the worst min path moves through the flow:
stage | startpoint | endpoint | slack [ns] | cells after the start
4_1_cts | rst_n | tx_data[0] | 0.19 | 1
5_1_grt | rst_n | TX.data_buffer[0] | 0.21 | 1
6_report | rst_n | TX.data_buffer[2] | 0.19 | 1
power breakdown:
| group | leakage, µW | switching [µW] | internal, µW |
|---|---|---|---|
| Clock | 0.0000918 | 399 | 429 |
| Combinational | 0.000553 | 19.5 | 4.73 |
| Sequential | 0.000942 | 1.77 | 1030 |
cell type report:
| type | instances | share of cell area |
|---|---|---|
| inverter | 10 | 0.01071 |
| timing repair buffer | 7 | 0.01928 |
| clock buffer | 9 | 0.03534 |
| multi-input combinational | 169 | 0.3859 |
| sequential | 69 | 0.4909 |
| clock inverter | 7 | 0.02142 |
| tap | 102 | 0.03642 |
cell usage after synthesis, types with 6 or more instances:
| cell | n |
|---|---|
| mux2_2 | 28 |
| o31ai_1 | 6 |
| ha_1 | 8 |
| a22o_1 | 6 |
| dfrtp_1 | 64 |
| o21ai_0 | 9 |
| nor2_1 | 19 |
| mux2_1 | 7 |
| inv_1 | 10 |
| nand2_1 | 17 |
metrics by stage:
step           power [µW]  instances  hold WS (ns)
2_1_floorplan        1056        255        0.2444
3_3_place_gp         1082        357        0.3139
3_5_place_dp         1082        357        0.3212
4_1_cts              1922        373        0.1921
5_1_grt              1960        373        0.2117
6_report             1888        373        0.1887
Power is estimated from default activity; no workload was simulated.
